### design/flow/run.sh
#!/bin/bash
# OpenROAD 26Q1-2900-gdf79404cd8, Yosys 0.63+post, stock flow scripts
make -C /OpenROAD-flow-scripts/flow DESIGN_CONFIG=/design/flow/config.mk WORK_HOME=/design/flow/orfs finish
### design/flow/config.mk
export PLATFORM = sky130hd
export DESIGN_NAME = UartplusBuffer
export DESIGN_NICKNAME = UartplusBuffer
export VERILOG_FILES = /design/flow/design.v
export SDC_FILE = /design/flow/constraint.sdc
export NUM_CORES = 4
export LEC_CHECK = 1
export CORE_AREA = 10 10 72 72
export DIE_AREA = 0 0 82 82
### design/flow/constraint.sdc
current_design UartplusBuffer

set clk_period 1.4
set clk_io_pct 0.2

create_clock -name clk0 -period $clk_period [get_ports {clk_cpu}]
create_clock -name clk1 -period $clk_period [get_ports {clk_uart}]

set non_clock_inputs [all_inputs -no_clocks]
set_input_delay [expr $clk_period * $clk_io_pct] -clock clk0 $non_clock_inputs
set_output_delay [expr $clk_period * $clk_io_pct] -clock clk0 [all_outputs]
### design/flow/design.v
module Buffer(
  input areset,clk,load,
  input [7:0] d,
  output reg [7:0] q
);
always@(posedge clk or negedge areset)
begin
  if(!areset)
   q <= 8'h00;
  else if(load)
   q <= d;
end
endmodule
module UartplusBuffer(
  input clk_cpu,clk_uart,areset_cpu,areset_uart,WD,
  input [7:0] data,
  output tx_serial
);
wire [7:0] q;
uart_tx uart (.areset(areset_uart),.clk1(clk_uart),.data(q),.tx_serial(tx_serial));
Buffer buff (.areset(areset_cpu),.clk(clk_cpu),.load(WD),.d(data),.q(q));
endmodule
module uart_tx (
  input areset,clk1,
  input [7:0] data,
  output reg tx_serial
);
parameter Start_bit = 1'b0, End_bit = 1'b1;
reg [3:0] counter1;
 always@(*)
 begin
    case(counter1)
      0 : tx_serial = End_bit;
      1 : tx_serial = Start_bit;
      default : tx_serial = data[counter1 - 2];
    endcase 
 end
 always@(posedge clk1 or negedge areset)
   begin 
 if(~areset)
       counter1 <= 4'b0000;
    else if (counter1 == 4'b1001)
     counter1 <= 4'b0000;
  else
       counter1 <= counter1 + 1'b1;
   end
endmodule
==> run summary <==
Share of post-route cells with drive strength above 1 - 0.459
DRC viols - 0
Top cells by count - 12 x dfrtp_1, 8 x mux2_2, 4 x inv_1
Total GRT Usage - 0.0408
# Cells Yosys - 48
Detailed Routing Iterations Pass 1 - 3
Chip area line of the yosys report - 593 um^2
Post-DR wirelength/cell - 10.3 um
Via density - 3.64
Post-place setup slack - -0.577 ns
Cell Count, Final, Fillers Out - 122
Register share after synthesis - 0.506
Async SR Flop Fraction - 1.00
Hold WC Path Type - input port to asynchronous set/reset pin
Outcome - finished, violations left
Tool Warnings - 30
GPL Wtd Cong - 0.867
Worst-path clk slew - 0.03 ns
Vias - 444
Fillers - 382
Top area cell types - dfrtp_1 51%, mux2_2 15%, mux2i_1 5.1%
Final Core Density - 0.257
Startpoint types - flop
Die span in x - 82 um
Slack of the critical path - -0.526 ns
Global-route wire length before repair - 2.09 mm
CTS sink cnt - 12
Iteration-0 DRC Markers - 5
Antenna Nets Post-Route - 0
Core Region - 0.00369 mm^2
VDD IR max - 0.340 mV
DIE HEIGHT - 82 um
Initial core utilization - 0.161
Worst-path maximum fanout - 2
Site row count - 22
Critical path class - flop to output port
Most common cell in the netlist - dfrtp_1
Logic area - 290 um^2
Reg area - 302 um^2
Die area - 0.00672 mm^2
Final Max Tran Viols - 0
Setup-failing EPs final - 1
CP required - 1.12 ns
Final hold viol count - 0
EDFF count, synth - 0
Max cap viols - 0
Failing checks - setup timing
Slew margin rel. - 0.760
Pwr Density - 1050 mW/mm^2
Top area contributor share - 0.506
Initial antenna violation count - 0
Yosys reg bits - 12
P_leak - 0.412 nW
Synth Warn # - 2
Ys flop type - dfrtp_1
WL final - 1.26 mm
Syn-to-layout area delta - 59.9%
Synth cell types - 19
Dpl hpwl - 1.02 mm
Fin Setup TNS - -0.526 ns
Largest net degree at the start of global routing - 10
GRT Residual Overflow - 0
Worst setup EP type - output port
CP arrival - 1.65 ns
Post-Syn Area - 593 um^2
Vias in the first global route - 489
Post-Synthesis Cells - 48
Leading area contributor after synthesis - dfrtp_1
# diodes - 0
Dpl cells - 113
CTS tree - built
Top Ports - 14
Least-Margin Pin Slew - 0.358 ns
RSZ-0062 raised after global routing - yes
Port bufs - 12
Syn avg cell area - 12.4 um^2
Clock Skew - 0.00122 ns
==> power by group <==
| part | total, mW | leakage [nW] | switching (mW) | internal [mW] |
|---|---|---|---|---|
| clock | 0.517 | 0.0443 | 0.137 | 0.380 |
| sequential | 0.383 | 0.143 | 0.0109 | 0.372 |
| combinational | 0.0920 | 0.224 | 0.0254 | 0.0666 |
| total | 0.992 | 0.412 | 0.174 | 0.818 |
==> routing by layer <==
layer  wire length, um  vias up  GRT usage
met5                 0        -          0
met4                 6        0    0.00850
met2               661        6     0.0674
met1               485      215     0.0453
met3               108        2     0.0231
li1                  -      221          -
==> final cells by class <==
cell class	count	area share
inverters	4	0.0158
multi-input cells	30	0.306
clock buffers	7	0.0910
repair buffers	21	0.206
flip-flops and latches	12	0.318
well taps	48	0.0633
==> kinds of logic after synthesis <==
| family | share of synthesized area |
|---|---|
| compound gates | 0.0675 |
| xor+xnor | 0.0148 |
| fa+ha+maj | 0.0422 |
| buf+inv | 0.0506 |
| flops | 0.506 |
| mux | 0.241 |
| simple gates | 0.0781 |
==> critical path, cell delays in order, from the launching register on <==
cell	delay, ns
dfrtp_2	0.40
inv_2	0.07
ha_4	0.19
mux4_2	0.27
nand2b_4	0.14
a32o_1	0.25
buf_2	0.11
==> per-stage QoR <==
stage | cell area [um^2] | power [mW] | hold WS [ns]
after floorplan | 614 | 0.425 | -0.0156
after global placement | 845 | 0.482 | 0.493
after detailed placement | 845 | 0.484 | 0.496
after CTS | 938 | 1.01 | 0.276
after global routing | 948 | 1.05 | 0.279
final | 948 | 0.992 | 0.274
==> sequential cells by signal (all words and copies together) (netlist names) <==
register       cells
buff.q             8
uart.counter1      4
==> layout by cell type, fill, tap and decap left out, types with 2 or more instances in the layout <==
| master | netlist | layout |
|---|---|---|
| nand2_1 | 2 | 2 |
| clkdlybuf4s50_1 | 0 | 11 |
| o21ai_0 | 3 | 3 |
| clkbuf_8 | 0 | 6 |
| buf_4 | 0 | 8 |
| inv_1 | 4 | 2 |
| mux2_2 | 8 | 8 |
| inv_2 | 0 | 2 |
| dfrtp_1 | 12 | 11 |
| nor2_1 | 3 | 2 |
| mux2i_1 | 3 | 3 |
==> path summary, 6_finish.rpt <==
path                                            start                          to  slack [ns]  cells past startpoint
min in group clk0               buff.q[6]$_DFFE_PN0P_       buff.q[6]$_DFFE_PN0P_        0.50                      1
setup / recovery           uart.counter1[1]$_DFF_PN0_                   tx_serial       -0.53                      6
hold / removal                            areset_uart  uart.counter1[2]$_DFF_PN0_        0.27                      1
hold reg to reg                 buff.q[6]$_DFFE_PN0P_       buff.q[6]$_DFFE_PN0P_        0.50                      1
max in group asynchronous                  areset_cpu       buff.q[3]$_DFFE_PN0P_        0.80                      1
setup reg to reg           uart.counter1[1]$_DFF_PN0_  uart.counter1[3]$_DFF_PN0_        0.05                      5
max in group clk1          uart.counter1[1]$_DFF_PN0_  uart.counter1[3]$_DFF_PN0_        0.05                      5
min in group clk1          uart.counter1[2]$_DFF_PN0_  uart.counter1[2]$_DFF_PN0_        0.59                      2
==> repair_timing <==
item                       in CTS  in global routing
setup buffers                   1                  1
gates resized                   5                  1
hold buffers                    0                  0
pin swaps                       2                  2
cloned                          0                  0
setup endpoints to repair       1                  1
No activity file was given, so power comes from the tool's default toggle rates.
