### design/flow/design.v
module ALU_Control(       
  input [6:0] OP,
  input [14:12] Funct3,
  input Funct7,
  output reg [2:0] ALUControl    
);
localparam LW = 7'b000_0011, SW = 7'b010_0011, ALUi = 7'b001_0011, ALU = 7'b011_0011, BR = 7'b110_0011;
always@(*)
begin
  ALUControl = 3'b000;
  if((OP==ALUi)|(OP==ALU))
  begin
   case(Funct3)
     3'b000 :begin
		if(Funct7==0)
		  ALUControl = 3'b000;
		else
         	  ALUControl = 3'b011;
             end
     default : ALUControl = Funct3;
   endcase
  end
  else if(OP==BR)
    ALUControl = 3'b011;
end
endmodule
module Control_Unit(
  input SF,ZF,          
  input [6:0] OP,
  input [14:12] Funct3,
  input Funct7,
  output PCSrc,PCLoad,        
  output [2:0] ALUControl,    
  output ALUSrc,ResultSrc,    
  output [1:0] SEControl,     
  output WD,               
  output W                   
);
DataPath_Control U1 (.SF(SF),.ZF(ZF),.OP(OP),.Funct3(Funct3),.PCSrc(PCSrc),.PCLoad(PCLoad),.ALUSrc(ALUSrc),.ResultSrc(ResultSrc),.SEControl(SEControl),.WD(WD),.W(W));
ALU_Control U2 (.OP(OP),.Funct3(Funct3),.Funct7(Funct7),.ALUControl(ALUControl));
endmodule
module DataPath_Control(
  input SF,ZF,          
  input [6:0] OP,
  input [14:12] Funct3,
  output reg PCSrc,
  output PCLoad,        
  output ALUSrc,ResultSrc,    
  output reg [1:0] SEControl,     
  output WD,               
  output W                   
);
localparam LW = 7'b000_0011, SW = 7'b010_0011, ALUi = 7'b001_0011, ALU = 7'b011_0011, BR = 7'b110_0011;
assign PCLoad = (OP == 7'b0) ? 0 : 1;
assign ResultSrc = (OP == LW) ? 1 : 0;
assign WD = (OP == SW) ? 1 : 0;
assign ALUSrc = ((OP == ALU)|(OP == BR)) ? 0 : 1;
assign W = ((OP == LW)|(OP == ALUi)|(OP == ALU)) ? 1 : 0;
always@(*)
begin
  PCSrc = 0;
  if(OP == BR)
  begin
    case(Funct3)
     3'b000 : if(ZF == 1)
               PCSrc = 1 ;
     3'b001 : if(ZF == 0) 
		PCSrc = 1 ;
     3'b100 : if(SF == 1)
		PCSrc = 1;
    endcase
  end
end
always@(*)
begin
  SEControl = 2'b00;
  case(OP)
   SW : SEControl = 2'b01;
   BR : SEControl = 2'b10;
  endcase
end 
endmodule
### design/flow/run.sh
#!/bin/bash
# OpenROAD 26Q1-2900-gdf79404cd8, Yosys 0.63+post, stock flow scripts
make -C /OpenROAD-flow-scripts/flow DESIGN_CONFIG=/design/flow/config.mk WORK_HOME=/design/flow/orfs finish
### design/flow/config.mk
export PLATFORM = sky130hd
export DESIGN_NAME = Control_Unit
export DESIGN_NICKNAME = Control_Unit
export VERILOG_FILES = /design/flow/design.v
export SDC_FILE = /design/flow/constraint.sdc
export NUM_CORES = 4
export LEC_CHECK = 1
export CORE_AREA = 10 10 70 70
export DIE_AREA = 0 0 80 80
### design/flow/constraint.sdc
current_design Control_Unit

set clk_period 1.6
set clk_io_pct 0.2

create_clock -name clk0 -period $clk_period

set non_clock_inputs [all_inputs -no_clocks]
set_input_delay [expr $clk_period * $clk_io_pct] -clock clk0 $non_clock_inputs
set_output_delay [expr $clk_period * $clk_io_pct] -clock clk0 [all_outputs]
==> job_summary.md <==
### Yosys + OpenROAD results

| Metric | Value |
|---|---|
| Status | `finished, violations left` |
| Failing checks | `setup timing` |
| Cell area after layout | `623.1 um2` |
| Power Total | `98.09 uW` |
| Placed cell areas | `524.3 um2` |
| GR met2 Demand/Resource | `0.06902` |
| Die Y | `80 um` |
| Syn Area/Cell | `6.644 um2` |
| Most numerous cell in the Yosys netlist | `nor2_1` |
| Die x size | `80 um` |
| Max Fclk | `624.3 MHz` |
| Power share of the sequential group | `0` |
| Final Wtd Congestion | `0.7111` |
| DR WL/cell | `9.885 um` |
| Pre-Place Util | `0.05641` |
| Worst EP arrival | `1.28 ns` |
| HP Start | `Funct3[13]` |
| Seq_cells | `0` |
| Crit-path max FO | `2` |
| Xor/xnor share | `0.04545` |
| Total leakage power | `0.2787 nW` |
| Startpoint types | `input port` |
| Net Switching | `38.49 uW` |
| MUX share of area | `0.1104` |
| Internal | `59.61 uW` |
| Top cells by area | `or4b_1, nor2_1, nand2_1, nor3b_1, nand2b_4` |
| Crit. End Element | `primary output` |
| GRT Util Overall | `0.03186` |
| Critical path class | `input port to primary output` |
| GRT busiest layer | `met2` |
| Relative slew slack | `0.8126` |
| Adder-cell share of the synthesized area | `0` |
| Min Tclk post-route | `1.602 ns` |
| Final hold slack | `0.9980 ns` |
| Largest net degree at the start of global routing | `8` |
| Total global routing overflow | `0` |
| Register area | `0 um2` |
| Vias in the first global route | `389` |
| Final ANT Viol Nets | `0` |
| Port Buffers | `24` |
| Core area | `3416 um2` |
| Most common library cells after synthesis | `nor2_1, nand2_1` |
| Mapped Cells | `29` |
| Combinational power share | `1.000` |
| Grt met3 use | `0.003409` |
| Switching share of power | `0.3923` |
| Met1 usage | `0.03230` |
| IR drop worst, VDD | `0.01778 mV` |
| And+or+nand+nor area frac | `0.7208` |
| Leading area contributor after synthesis | `or4b_1` |
| Finished Layout Cells | `113` |
| Synth Seq Share | `0` |
| Top-area cell share | `0.1039` |
| Top logic family | `simple AND/OR/NAND/NOR gates` |
| Worst slack, placed | `-0.8239 ns` |
| Global-route wire length before repair | `1731 um` |
| Final count of hold timing violations | `0` |
| Number of cells in Yosys stat | `29` |
| Max_cap viols | `0` |
| Routed via count | `358` |
| # setup viols final | `1` |
| Max Slew Vio Count | `0` |
| HP Class | `input port to primary output` |
| Final WS setup | `-0.001701 ns` |
| Drt total wl | `1117 um` |
| P per Cell Area | `157.4 nW/um2` |
| IO Pins | `24` |
| AO/OA Area Share | `0.06494` |
| Worst EP required | `1.28 ns` |
| Synthesis-to-finish area growth | `223.4%` |
| Worst Hold End | `PCSrc` |
| Mapped Area | `192.7 um2` |
| Cts-stage hold buffer count | `0` |
| Yosys stat area | `192.7 um2` |
| Hold Path Stages | `4` |
| Chip area | `6400 um2` |
| Share of layout cells above drive strength 1 | `0.6418` |
| Antenna Cells | `0` |
| Clock share of power | `0` |
| DP Wirelength | `911.9 um` |
| Cell Rows | `21` |
| Remaining DRCs | `0` |
| CLK BUF | `0` |
| Stage-log warning count | `34` |
| DRT Pass-1 Iters | `2` |
| Placed insts | `104` |
| Distinct lib cells | `16` |
| Cycle use final | `1.001` |
| Unrepaired setup endpoints after global routing | `yes` |
| Yosys synthesis warning count | `2` |
| Drt first-iter violations | `6` |
| Routed vias/inst | `3.168` |
| Antenna violations before repair | `0` |
| Actual slew at the worst max-slew pin | `0.2733 ns` |
[critical path, cell delays in order]
cell      delay (ns)
buf_6           0.09
nand2b_4        0.12
or4b_1          0.45
a31oi_1         0.17
buf_2           0.12
[stage by stage]
stage                      TNS (ns)    util
after detailed placement     -7.058  0.1535
after global routing        -0.1106  0.1824
after floorplan                   0       -
after global placement       -7.040  0.1535
final                     -0.001701  0.1824
after CTS                   -0.1416  0.1817
[power by group through the flow]
| stage | clock (mW) | combinational, mW | sequential [mW] |
|---|---|---|---|
| 6_report | 0 | 0.0981 | 0 |
| 5_1_grt | 0 | 0.106 | 0 |
| 4_1_cts | 0 | 0.0940 | 0 |
[logic make-up (layout without fill, tap and decap cells)]
kind of cell,after synthesis,after routing
XOR/XNOR,1,1
multiplexers,2,2
AND-OR/OR-AND,2,2
AND/OR/NAND/NOR,23,23
buffers and inverters,1,39
[how the worst max path moves through the flow]
| stage | from | end | slack, ns | depth (start not counted) |
|---|---|---|---|---|
| CTS | OP[6] | ALUControl[0] | -0.07 | 5 |
| global route | OP[6] | ALUControl[0] | -0.06 | 5 |
| finish | OP[6] | ALUControl[0] | -0.002 | 5 |
[routing by layer]
layer | vias to the layer above | part of all wire
met5 | - | 0
met1 | 168 | 0.37
li1 | 183 | -
met4 | 0 | 0
met3 | 0 | 0.038
met2 | 7 | 0.59
[placed cells by master, fill, tap and decap left out, types with 2 or more instances in the layout]
master           count
buf_4               11
dlygate4sd2_1        8
buf_6                8
clkbuf_2             5
buf_2                5
nand2_1              4
nor2_1               3
or4b_1               2
a31oi_1              2
nor3_2               2
nor3b_2              2
clkdlybuf4s15_1      2
[what timing repair did]
item | 4_1_cts | 5_1_grt
resized | 69 | 13
hold endpoints to repair | 0 | 0
buffers inserted | 9 | 1
pin swaps | 10 | 8
setup endpoints to repair | 11 | 7
cloned | 0 | 0
[final cells by class]
| type | count | area (um2) |
|---|---|---|
| fill | 386 | 2793 |
| timing repair buffer | 39 | 312.8 |
| multi-input combinational | 28 | 252.7 |
| tap | 46 | 57.56 |
Power figures rest on the tool's default switching activity, not on a simulated workload.
